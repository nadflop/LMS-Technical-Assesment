## run.sh

```bash
#!/bin/bash
# OpenROAD 26Q1-2900-gdf79404cd8, Yosys 0.63+post, stock flow scripts
make -C /OpenROAD-flow-scripts/flow DESIGN_CONFIG=/design/flow/config.mk WORK_HOME=/design/flow/orfs finish
```

## config.mk

```make
export PLATFORM = sky130hd
export DESIGN_NAME = msg_parser
export DESIGN_NICKNAME = msg_parser
export VERILOG_FILES = /design/flow/design.v
export SDC_FILE = /design/flow/constraint.sdc
export NUM_CORES = 4
export LEC_CHECK = 1
export CORE_AREA = 10 10 170 170
export DIE_AREA = 0 0 180 180
export SYNTH_HDL_FRONTEND = slang
```

## constraint.sdc

```tcl
current_design msg_parser

set clk_period 4.5
set clk_io_pct 0.2

create_clock -name clk0 -period $clk_period [get_ports {clk}]

set non_clock_inputs [all_inputs -no_clocks]
set_input_delay [expr $clk_period * $clk_io_pct] -clock clk0 $non_clock_inputs
set_output_delay [expr $clk_period * $clk_io_pct] -clock clk0 [all_outputs]
```

## design.v

```verilog
module axi_slave (
	input logic clk,
	input logic rst,
	input logic upsizing,
	input logic s_tvalid,
	input logic s_tlast,
	output logic s_tready
);
typedef enum bit [1:0] {IDLE, SEND_STREAM} stateType;
stateType axi_current_state;
stateType axi_next_state;
logic s_tready_next = 1'b0;
always_ff @(posedge clk, negedge rst) begin
  if (!rst) begin
    axi_current_state <= IDLE;
    s_tready <= 1'b0;
  end
  else begin
    axi_current_state <= axi_next_state;
    s_tready <= s_tready_next;
  end
end
always_comb begin
  axi_next_state = axi_current_state;
  case(axi_current_state)
    IDLE: begin
      if (s_tvalid && s_tready) begin
          axi_next_state = SEND_STREAM;
      end
      else begin
        axi_next_state = axi_current_state;
      end
    end
    SEND_STREAM: begin
      if (s_tvalid && s_tready) begin
        axi_next_state = axi_current_state;
      end
      else begin
        axi_next_state = IDLE;
      end
    end
  endcase
end
always_comb begin
  s_tready_next = 1'b0;
  case(axi_current_state)
    IDLE: begin
      s_tready_next = 1'b1;
      if (s_tvalid && s_tready) begin
      	if (s_tlast) begin
		      s_tready_next = 1'b0;
      	end
      	else begin
      		s_tready_next = 1'b1;
      	end
      end
    end
    SEND_STREAM: begin
      s_tready_next = 1'b1;
      if (s_tvalid && s_tready) begin
      	if (s_tlast) begin
		      s_tready_next = 1'b0;
      	end
      	else begin
      		s_tready_next = 1'b1;
      	end
      end
    end
  endcase
end
endmodule
module msg_controller #(
  parameter MAX_MSG_BYTES = 32,  
  parameter DATA_BYTES = 8,
  parameter TKEEP_WIDTH = 8
)
(
	input logic clk,
	input logic rst,
	input logic s_tvalid,
	input logic s_tready,
	input logic s_tlast,
	input logic s_tuser,
	input logic [TKEEP_WIDTH-1:0] s_tkeep,
	input logic [8*DATA_BYTES-1:0] s_tdata,
  input logic upsizing,
	output logic [8*MAX_MSG_BYTES-1:0] msg_data,
	output logic msg_valid,
	output logic msg_error
);
typedef enum bit [2:0] {WAIT, ERROR, STORE} dataStateType;
dataStateType data_ctrl_current_state;
dataStateType data_ctrl_next_state;
logic [8*MAX_MSG_BYTES-1:0] msg_temp = '0;
logic msg_valid_temp = 1'b0;  
integer i;
always_ff @(posedge clk, negedge rst) begin
  if (!rst) begin
    data_ctrl_current_state <= WAIT;
    msg_data <= '0;
    msg_valid <= '0;
  end
  else begin
    data_ctrl_current_state <= data_ctrl_next_state;
    msg_data <= msg_temp;
    msg_valid <= msg_valid_temp;
  end
end
always_comb begin
  data_ctrl_next_state = data_ctrl_current_state;
  case(data_ctrl_current_state)
    WAIT: begin
      if (s_tvalid && s_tready) begin
        if (s_tlast && s_tuser) begin
          data_ctrl_next_state = ERROR;
        end
        else begin
          data_ctrl_next_state = STORE;
        end
      end
    end
    STORE: begin
      if (s_tlast && s_tuser) begin
        data_ctrl_next_state = ERROR;
      end
      else begin
        data_ctrl_next_state = WAIT;
      end
    end
    ERROR: begin
      if (s_tvalid && s_tready) begin
	      if (s_tlast && s_tuser) begin
	        data_ctrl_next_state = ERROR;
        end
        else begin
          data_ctrl_next_state = STORE;
        end
      end
    end
  endcase
end
always_comb begin
  msg_temp = msg_data;
  msg_valid_temp = 1'b0;
  msg_error = 1'b0;
  if (s_tvalid && s_tready) begin
	  for (i = 0; i < TKEEP_WIDTH-1; i = i + 1) begin 
		  if (s_tkeep[i] == 1'b1) begin  
        msg_temp[(8*i+7)+:8] = s_tdata[(8*i+7) +: 8]; 
		  end
		  else begin
			  msg_temp[(8*i+7)+:8] = '0;
		  end
    end
    if (upsizing) begin
      msg_temp[8*MAX_MSG_BYTES-1:8*(TKEEP_WIDTH-1)+7] = '0;
    end
  end
  case(data_ctrl_current_state)
    WAIT: begin
      if (s_tvalid && s_tready) begin
        msg_valid_temp = 1'b1;
      end
    end
    STORE: begin
      msg_valid_temp = 1'b1;
    end
    ERROR: begin
      msg_error = 1'b1;
      msg_temp = '0;  
    end
  endcase
end
endmodule
module msg_counter 
#(
  parameter NUM_COUNT_BITS = 16,
  parameter TKEEP_WIDTH = 8
)
(
	input logic clk,
	input logic rst,
	input logic s_tvalid,
	input logic s_tready,
	input logic s_tlast,
	input logic [TKEEP_WIDTH-1:0] s_tkeep,  
	output logic [NUM_COUNT_BITS-1:0] msg_length  
);
	logic [NUM_COUNT_BITS-1:0] next_count;
	integer i;
	always_ff @ (posedge clk, negedge rst) begin
		if (!rst) begin
			msg_length <= '0;
		end
		else begin
			msg_length <= next_count;
		end
	end
	always_comb begin
		next_count = msg_length;
		if (s_tvalid && s_tready) begin  
			next_count = '0;
			for (i = 0; i < TKEEP_WIDTH; i = i + 1) begin
				if (s_tkeep[i]) begin
					next_count = next_count + 1'b1;
				end
			end
		end 
	end
endmodule
`timescale 1ns / 1ps
module msg_parser #(
  parameter MAX_MSG_BYTES = 32,  
  parameter DATA_BYTES = 8,
  parameter TKEEP_WIDTH = 8
)(
  output logic        s_tready,
  input  logic        s_tvalid,
  input  logic        s_tlast,
  input  logic [8*DATA_BYTES-1:0] s_tdata,
  input  logic [TKEEP_WIDTH-1:0]  s_tkeep,
  input  logic        s_tuser,  
  output logic                       msg_valid,    
  output logic [15:0]                msg_length,   
  output logic [8*MAX_MSG_BYTES-1:0] msg_data,     
  output logic                       msg_error,    
  input  logic clk,
  input  logic rst
);
logic upsizing = MAX_MSG_BYTES > DATA_BYTES;
axi_slave
AXIS(
  .clk(clk),
  .rst(rst),
  .upsizing(upsizing),
  .s_tvalid(s_tvalid),
	.s_tlast(s_tlast),
	.s_tready(s_tready)
);
msg_counter
COUNTER(
  .clk(clk),
	.rst(rst),
	.s_tvalid(s_tvalid),
  .s_tready(s_tready),
	.s_tkeep(s_tkeep),
	.msg_length(msg_length)
);
msg_controller
#(
  .MAX_MSG_BYTES(MAX_MSG_BYTES)
)
CTRL(
  .clk(clk),
	.rst(rst),
	.s_tvalid(s_tvalid),
	.s_tready(s_tready),
	.s_tlast(s_tlast),
	.s_tuser(s_tuser),
	.s_tkeep(s_tkeep),
	.s_tdata(s_tdata),
  .upsizing(upsizing),
	.msg_data(msg_data),
	.msg_valid(msg_valid),
	.msg_error(msg_error)
);
endmodule
```

==> impl_metrics.toml <==
# physical design summary
[die]
fp-row-count = 58
core_sq_um = 25180
die_h_um = 180
die_w_um = 180
die_area_sq_um = 32400
fp_util_pct = 20.14
io_pins = 352

[placed_design]
finalWeightedCongestion = 0.7992
dpl.hpwl_mm = 12.05
placed_cells = 1055
placed_area_sq_um = 6137
port_buffers = 135

[critical_path]
startpoint_type = "input port"
worstSetupPathType = "in2reg"
r2r_cells = 6
crit_path_max_fanout = 15
crit_arrival_ps = 4340
crit_family = "simple AND/OR/NAND/NOR gates"
cp.required_ps = 4720
critPathSlowestCell = "clkdlybuf4s50_1"
crit_path_end_kind = "register"
slowest_delay_ps = 430
cp.depth = 21
crit_buf_inv = 2
path_cells = "clkdlybuf4s50_1 > buf_4 > nor2b_1 > nor3_1 > nor2_1 > ha_1 > nand2_2 > o31ai_1 > ha_1 > nand2_1 > o21a_1 > o21ai_1 > ha_1 > nand2b_1 > o21a_1 > ha_1 > nand2_1 > nor2b_1 > and3_1 > a311oi_2 > nand2_1"
cpMostUsedCell = "ha_1"

[min_path]
hold_path_class = "in2async"

[power]
combinationalPowerShare_pct = 28.0
p_sw_w = 0.0006254
power-per-cell-area_nw_per_um2 = 324.7
p_leak_nw = 3.042
switching_share_pct = 29.72
seqPwrFrac_pct = 36.5
ir_worst_vdd_mv = 0.1296
p_clk_share_pct = 35.4
intPower_w = 0.001479

[yosys]
yosys-top-cells-area = "dfrtp_1 (34%), buf_4 (31%), nand3_1 (5.8%)"
yosys_cells = 595
synth.yosys.warnings = 0
postSynthSeqShare_pct = 35.09
ys_area_sq_um = 5071
syn_area_sq_um = 5071
ys_ff = 71
synth.distinct_cells = 50
synth_cells = 595
synthFlopType = "dfrtp_1"
ys_async_sr_fraction_pct = 100.0
top_area_share_pct = 34.05
edf_count = 0
syn_avg_cell_area_sq_um = 8.523
yosys.area.top_type = "dfrtp_1"

[grt]
grt_pass1_vias = 4161
busiest_layer = "met2"
grt_use_met1_pct = 11.10
use_met3_pct = 2.628
antenna_found_initial = 0
grt_max_degree = 59
gr-total-overflow = 0
grt_pass1_wl_mm = 23.33
grt_usage_pct = 8.950
use_met2_pct = 15.51

[layout]
final_layout_size_suffix_gt1_share_pct = 8.614
n_fill_cell = 2647
area_growth_syn_to_layout_pct = 27.81
stdcell_count = 1074
design_area_sq_um = 6481

[timing]
fmax_mhz = 242.9
clock_skew_ps = 10.40
grt_setup_unrepaired = "false"
finalCriticalPeriod_ps = 4117
hold_violations = 0
relSlewSlack_pct = 51.77
fin_crit_sh_pct = 91.50
worst_slew_pin_slew_ps = 723.5
setup_viol = 0
slew_violations = 0

[clock_network]
cts_buffers = 9
postCtsHoldBufs = 0
htreeDepth = 3
cts_tree = "built"
ctsRootBufferMaster = "clkbuf_16"
clkLatencyLatePin_ps = 350
path_clk_slew_ps = 70
clkSinkCount = 71
clockBufferDepth = 2

[drt]
via_per_inst = 3.571
drc = 0
drt-pass1-iter-count = 4
ant_nets = 0
wl_per_cell_um = 14.62
drt_wl_total_mm = 15.71
dr.first_iter.drc_count = 91
vias = 3835

[flow_run]
tool_warnings = 36
drv_cap = 0

[run_status]
status = "completed"
## sequential cells by signal (all words and copies together) (netlist names)
register                      flops
AXIS.axi_current_state            2
AXIS.s_tready                     1
COUNTER.msg_length                8
CTRL.data_ctrl_current_state      3
CTRL.msg_data                    56
CTRL.msg_valid                    1
## routing by layer
metal / vias up / share of wire (%) / routed length (um)
met5: - / 0 / 0
met4: 0 / 1.2 / 192
met3: 11 / 6.8 / 1064
met2: 197 / 50 / 7791
met1: 1781 / 42 / 6658
li1: 1846 / - / -
## cell usage in the layout, fill, tap and decap left out, drive strengths merged, types with 2 or more instances in the layout
cell | synthesis | layout
and2 | 4 | 4
nor2 | 9 | 9
dfstp | 2 | 2
buf | 216 | 33
nor4 | 2 | 2
conb | 1 | 208
nand2b | 3 | 3
o31a | 2 | 2
or4 | 2 | 2
nand2 | 75 | 75
a21oi | 58 | 58
nor2b | 3 | 3
dfrtp | 69 | 69
nor3 | 4 | 4
o21ai | 7 | 7
o21a | 2 | 2
or2 | 2 | 2
ha | 8 | 8
mux2i | 5 | 5
clkbuf | 26 | 9
and3 | 4 | 4
o31ai | 4 | 4
xor2 | 3 | 3
nand3 | 60 | 60
clkdlybuf4s50 | 0 | 132
xnor3 | 3 | 3
inv | 4 | 4
nor4b | 2 | 2
nand4b | 2 | 2
clkinv | 0 | 5
dlymetal6s2s | 0 | 2
## final cells by class
type                            count  area [sq um]  share of cell area (%)
Timing Repair Buffer              167          1594                   24.59
Sequential cell                    71          1780                   27.47
Inverter                            4         15.01                  0.2317
Tap cell                          330         412.9                   6.371
Clock inverter                      7         73.82                   1.139
Clock buffer                        9         225.2                   3.475
Multi-Input combinational cell    485          2377                   36.68
Antenna cell                        1         2.502                 0.03861
## cells by family after synthesis
kind of cell | count (synthesis) | synth area share [%]
compound gates | 83 | 9.598
xor+xnor | 7 | 2.023
fa+ha+maj | 8 | 1.974
buf+inv | 246 | 33.88
flops | 71 | 35.09
mux | 5 | 0.9870
other cells | 1 | 0.07395
simple gates | 174 | 16.38
## synthesized netlist by cell type (2+ instances only)
cell type / n
a21oi_1: 58
and2_1: 4
and3_1: 4
buf_1: 2
buf_2: 5
buf_4: 208
clkbuf_1: 26
dfrtp_1: 69
dfstp_2: 2
ha_1: 8
inv_1: 3
mux2i_1: 5
nand2_1: 75
nand2b_1: 3
nand3_1: 59
nand4b_1: 2
nor2_1: 9
nor2b_1: 3
nor3_1: 3
nor4_1: 2
nor4b_1: 2
o21a_1: 2
o21ai_0: 3
o21ai_1: 3
o31a_1: 2
o31ai_1: 4
or4_1: 2
xnor3_1: 3
xor2_1: 3
## stage by stage
| step | setup TNS (ps) | util, % | power, W | setup slack, ps | hold slack [ps] |
|---|---|---|---|---|---|
| after floorplan | 0 | - | 0.001121 | 19.44 | 424.1 |
| after global placement | -724.3 | 24.37 | 0.001376 | -300.8 | 464.6 |
| after detailed placement | -743.5 | 24.37 | 0.001377 | -293.7 | 473.4 |
| after CTS | 0 | 25.56 | 0.002153 | 47.43 | 418.0 |
| after global routing | 0 | 25.73 | 0.002258 | 114.0 | 424.6 |
| final | 0 | 25.74 | 0.002105 | 382.6 | 419.4 |
## worst paths after layout
kind	startpoint	endpoint	slack (ps)
worst max-delay path	s_tkeep[2]	COUNTER.msg_length[4]$_DFFE_PN0P_	380
worst min-delay path	rst	CTRL.msg_data[32]$_DFFE_PN0P_	420
worst max register to register	AXIS.s_tready$_DFF_PN0_	COUNTER.msg_length[4]$_DFFE_PN0P_	2170
worst min register to register	COUNTER.msg_length[0]$_DFFE_PN0P_	COUNTER.msg_length[0]$_DFFE_PN0P_	480
max in group asynchronous	rst	CTRL.data_ctrl_current_state[2]$_DFF_PN0_	3050
min in group clk0	COUNTER.msg_length[0]$_DFFE_PN0P_	COUNTER.msg_length[0]$_DFFE_PN0P_	480
## power groups by stage
| stage | clock, W | combinational, W | sequential, W |
|---|---|---|---|
| 4_1_cts | 0.000782 | 0.000601 | 0.000770 |
| 5_1_grt | 0.000805 | 0.000671 | 0.000782 |
| 6_report | 0.000745 | 0.000590 | 0.000769 |
## what timing repair did
action                     4_1_cts  5_1_grt
setup endpoints to repair        0        4
setup buffers                    0        2
resized                          0        8
Power and IR drop assume default switching activity.
